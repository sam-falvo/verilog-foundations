--- flow/config.mk ---
export PLATFORM = sky130hd
export DESIGN_NAME = async_bridge
export DESIGN_NICKNAME = async_bridge
export VERILOG_FILES = /design/flow/design.v
export SDC_FILE = /design/flow/constraint.sdc
export NUM_CORES = 4
export LEC_CHECK = 1
export CORE_AREA = 10 10 87 87
export DIE_AREA = 0 0 97 97
--- flow/run.sh ---
#!/bin/bash
# OpenROAD 26Q1-2900-gdf79404cd8, Yosys 0.63+post, stock flow scripts
make -C /OpenROAD-flow-scripts/flow DESIGN_CONFIG=/design/flow/config.mk WORK_HOME=/design/flow/orfs finish
--- flow/design.v ---
`default_nettype none
`timescale 1ns / 1ps
module async_bridge(
	input		clk_i,
	input		reset_i,
	input		cyc_i,
	input		stb_i,
	input		we_i,
	input	[1:0]	sel_i,
	input	[19:1]	adr_i,
	input	[15:0]	dat_i,
	output		ack_o,
	output	[15:0]	dat_o,
	output		stall_o,
	output		_sram_ce,
	output		_sram_we,
	output		_sram_oe,
	output		_sram_ub,
	output		_sram_lb,
	output	[19:1]	sram_a,
	output	[15:0]	sram_d_out,
	input	[15:0]	sram_d_in
);
	reg		transfer;
	reg	[1:0]	selects;
	reg		write;
	reg	[15:0]	data_in;
	reg	[19:1]	address;
	assign		ack_o = transfer;
	wire		sram_we = transfer & write & ~clk_i;
	wire		sram_oe = transfer & ~write & ~clk_i;
	assign		_sram_ce = 0;
	assign		_sram_we = ~sram_we;
	assign		_sram_oe = ~sram_oe;
	assign		_sram_ub = ~selects[1];
	assign		_sram_lb = ~selects[0];
	assign		dat_o = sram_oe ? sram_d_in : 0;
	assign		sram_a = address;
	assign		sram_d_out = data_in;
	assign		stall_o = 0;
	always @(posedge clk_i) begin
		transfer <= cyc_i & stb_i;
		selects <= sel_i;
		write <= we_i;
		address <= adr_i;
		data_in <= dat_i;
	end
endmodule
--- flow/constraint.sdc ---
current_design async_bridge

set clk_period 2.0
set clk_io_pct 0.2

create_clock -name clk0 -period $clk_period [get_ports {clk_i}]

set non_clock_inputs [all_inputs -no_clocks]
set_input_delay [expr $clk_period * $clk_io_pct] -clock clk0 $non_clock_inputs
set_output_delay [expr $clk_period * $clk_io_pct] -clock clk0 [all_outputs]
==> results_dict.tcl <==
# place-and-route summary
set metrics [dict create \
    die_y_um 97 \
    edf_count 0 \
    common_cells "39 x dfxtp_1, 8 x and4bb_1, 7 x and4bb_2" \
    rows 27 \
    antenna_found_initial 0 \
    slowest_stage "or3b_1" \
    setup_viol 18 \
    hold_ws_ns 0.4511 \
    slew_violations 0 \
    fin_ws_ns -0.2001 \
    power_density_nw_per_um2 1213 \
    arrival_ns 1.80 \
    gp_congestion 0.7685 \
    p_total_w 0.003115 \
    drtIter0Drc 7 \
    port_buffers 112 \
    wl_per_cell_um 14.94 \
    diodes 0 \
    drt-total-wl_um 4018 \
    path_cells "buf_8, buf_8, clkbuf_16, or3b_1, buf_2" \
    power.leakage_nw 1.109 \
    core_area_um2 5642 \
    die_width_um 97 \
    swShare 0.1806 \
    critPathMostFrequentCell "buf_8" \
    violations "setup timing" \
    io_pins 116 \
    rsz0062_at_grt "true" \
    p_int_w 0.002553 \
    crit_path_max_incr_delay_ns 0.33 \
    outcome "finished, violations left" \
    critical_path_class "clock port to output port" \
    grt_max_degree 19 \
    track_usage 0.08120 \
    end_kind "output port" \
    top_usage_layer "met2" \
    first_global_vias 1298 \
    detail_route.vias_per_cell 3.840 \
    die-area_um2 9409 \
    ys.flops 39 \
    worstMarginPinSlew_ns 0.5200 \
    fillerInstances 525 \
    crit_fanout 4 \
    max-vdd-ir-drop_v 0.0007748 \
    drt_first_pass_iters 2 \
    power_switching_w 0.0005626 \
    initial_core_util 0.1890 \
    met1_usage 0.07133 \
    openroad.warnings 64 \
    synth_area_um2 1066 \
    clk_pin_slew_worst_paths_ns 0.07 \
    top_cells_by_area "dfxtp_1 73%, and4bb_1 9.4%, and4bb_2 8.2%" \
    drive_gt1_frac 0.2386 \
    path_delay_family "buffers and inverters" \
    p_comb_frac 0.057 \
    synthFlopType "dfxtp_1" \
    top_cell_area_share 0.7324 \
    syn-instance-count 66 \
    synth.distinct_cells 13 \
    ys_cells 66 \
    gr-usage-met2 0.09714 \
    seqPwrFrac 0.268 \
    post-place-ws_ns -0.1190 \
    vias 1033 \
    clkPwrFrac 0.675 \
    yosysMostFrequentCell "dfxtp_1" \
    largest_area_cell "dfxtp_1" \
    worst-path-buf-inv 4 \
    syn_avg_cell_area_um2 16.15 \
    area_growth_pct 140.8 \
    hold_viol 0 \
    grtUsageMet3 0.09670 \
    hp-class "input port to register" \
    cp-start-kind "clock port" \
    relSlewSlack 0.6529 \
    required_ns 1.60 \
    synth_seq_share 0.7324 \
    cts_tree "yes" \
    ys_chip_area_um2 1066 \
    async_reset_ff_frac 0 \
    ant_nets 0 \
    drc 0 \
    grt_pass1_wl_um 6223 \
    grt-ovfl-total 0 \
    yosys_warnings 1 \
    maxCapViolations 0 \
    hpwl_um 3243 \
]
-- stage by stage --
step | TNS [ns] | instances | utilization | instance area [um2]
finish | -2.071 | 269 | 0.4551 | 2567
global placement | -1.508 | 247 | 0.3988 | 2250
global route | -2.704 | 269 | 0.4551 | 2567
floorplan | 0 | 67 | - | 1070
detailed placement | -1.507 | 247 | 0.3988 | 2250
CTS | -3.195 | 269 | 0.4544 | 2564
-- repair_timing --
action / in CTS / in global routing
gates resized: 64 / 3
hold buffers: 0 / 0
pin swaps: 9 / 1
buffers inserted: 1 / 0
setup endpoints to repair: 55 / 18
-- layer usage --
metal / part of all wire / wire length [um]
met5: 0 / 0
met4: 0.035 / 140
met3: 0.22 / 882
met2: 0.40 / 1622
met1: 0.34 / 1373
-- layout make-up --
class                           instances  area [um2]  area share
Clock buffer                           36       404.1      0.1574
Sequential cell                        39       780.7      0.3041
Timing Repair Buffer                   95       948.4      0.3694
Clock inverter                          4       93.84     0.03655
Multi-Input combinational cell         21       242.7     0.09454
Inverter                                2       7.507    0.002924
Tap cell                               72       90.09     0.03509
-- cell families (layout without fill, tap and decap cells) --
kind of cell  Yosys count  after routing  synth area share
buf+inv                 7            137           0.04342
other cells             1              2          0.003518
flops                  39             39            0.7324
simple gates           19             19            0.2207
-- power by group through the flow --
stage	clock network (W)	registers, W	logic, W
CTS	0.00213	0.000835	0.000183
global route	0.00223	0.000840	0.000193
finish	0.00210	0.000835	0.000179
-- worst paths after layout --
kind | startpoint | end | cells after the start
setup / recovery | clk_i | _sram_oe | 5
hold / removal | adr_i[9] | address[9] | 1
-- cell usage in the layout, fill, tap and decap left out --
cell	instances
and2_1	1
and4bb_1	8
and4bb_2	7
buf_2	18
buf_4	2
buf_8	3
bufinv_16	3
clkbuf_1	1
clkbuf_16	7
clkbuf_8	6
clkdlybuf4s50_1	94
clkinv_1	1
conb_1	2
dfxtp_1	39
inv_1	2
nand3b_1	1
nor4bb_4	1
or3b_1	1
-- state kept, by name (all words and copies together) (netlist names) --
register,flops
address,19
data_in,16
selects,2
transfer,1
write,1
Power is estimated from default activity; no workload was simulated.
